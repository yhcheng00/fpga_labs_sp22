==> design/flow/config.mk <==
export PLATFORM = sky130hd
export DESIGN_NAME = fixed_length_piano
export DESIGN_NICKNAME = fixed_length_piano
export VERILOG_FILES = /design/flow/design.v
export SDC_FILE = /design/flow/constraint.sdc
export NUM_CORES = 4
export LEC_CHECK = 1
export CORE_UTILIZATION = 40
export SYNTH_MEMORY_MAX_BITS = 65536
==> design/flow/constraint.sdc <==
current_design fixed_length_piano

set clk_period 1347.5
set clk_io_pct 0.2

create_clock -name clk0 -period $clk_period [get_ports {clk}]

set non_clock_inputs [all_inputs -no_clocks]
set_input_delay [expr $clk_period * $clk_io_pct] -clock clk0 $non_clock_inputs
set_output_delay [expr $clk_period * $clk_io_pct] -clock clk0 [all_outputs]
==> design/flow/design.v <==
module fifo #(
    parameter WIDTH = 8,
    parameter DEPTH = 32,
    parameter POINTER_WIDTH = $clog2(DEPTH+1)
) (
    input clk, rst,
    input wr_en,
    input [WIDTH-1:0] din,
    output full,
    input rd_en,
    output [WIDTH-1:0] dout,
    output empty
);
    reg [WIDTH-1:0] buffer[0:DEPTH];
    reg [POINTER_WIDTH-1:0]write_pointer;
    reg [POINTER_WIDTH-1:0]read_pointer;
    reg [WIDTH-1:0] read_buffer;
    assign dout = read_buffer;
    assign full = ((write_pointer + 1)%(DEPTH+1)) == read_pointer;
    assign empty = write_pointer == read_pointer;
    always @(posedge clk) begin
        if (rst) begin
            write_pointer <= 0;
            read_pointer <= 0;
        end
        else begin
            if (wr_en && ~full) begin
                buffer[write_pointer] <= din;
                write_pointer <= ((write_pointer + 1)%(DEPTH+1));
            end
            if (rd_en && ~empty) begin
                read_buffer <= buffer[read_pointer];
                read_pointer <= ((read_pointer + 1)%(DEPTH+1));
            end
        end
    end
endmodule
module fixed_length_piano #(
    parameter CYCLES_PER_SECOND = 125_000_000
) (
    input clk,
    input rst,
    input [2:0] buttons,
    output [5:0] leds,
    output [7:0] ua_tx_din,
    output ua_tx_wr_en,
    input ua_tx_full,
    input [7:0] ua_rx_dout,
    input ua_rx_empty,
    output ua_rx_rd_en,
    output [23:0] fcw
);
    wire [7:0] din;
    wire [7:0] dout;
    wire [23:0] data;
    wire [7:0] last_address;
    wire [7:0] address;
    reg [$clog2(CYCLES_PER_SECOND)*2:0] note_length = CYCLES_PER_SECOND/5;
    reg [$clog2(CYCLES_PER_SECOND)*2:0] counter;
    reg wr_en_reg = 0;
    reg playing = 0;
    assign fcw = ~playing? 0 : data;
    assign leds = 'd0;
    assign ua_tx_din = ua_rx_dout;
    assign din = ua_rx_dout;
    assign wr_en = wr_en_reg;
    assign ua_tx_wr_en = wr_en_reg;
    assign ua_rx_rd_en = ~ua_tx_full;
    assign rd_en = ~empty && counter == 0;
    assign address = dout;
    always @(posedge clk) begin
        wr_en_reg <= ~ua_rx_empty & ~full;
        if (rst) begin
            note_length <= CYCLES_PER_SECOND/5;
            counter <= 0;
            wr_en_reg <= 0;
            playing <= 0;
        end
        else begin
            if (buttons[0]) begin
                note_length <= note_length << 1;
            end
            if (buttons[1]) begin
                note_length <= note_length >> 1;
            end
            if (rd_en) begin
                playing <= 1;
            end
            if (counter >= note_length-1) begin
                counter <= 0;
                if (empty) begin
                    playing <= 0;
                end
            end
            else begin
                if (playing) begin
                    counter <= counter + 1;
                end
            end
        end
    end
    fifo #(.DEPTH(1000)) note_buffer (
        .clk(clk),
        .rst(rst),
        .wr_en(wr_en),
        .din(din),
        .full(full),
        .rd_en(rd_en),
        .dout(dout),
        .empty(empty)
    );
    piano_scale_rom piano (
        .address(address),
        .data(data),
        .last_address(last_address)
    );
endmodule
module piano_scale_rom (input [7:0] address, output reg [23:0] data, output [7:0] last_address);
  assign last_address = 255;
  always @ (*) begin
    case(address)
      8'd0: data = 24'd0;
      8'd1: data = 24'd0;
      8'd2: data = 24'd0;
      8'd3: data = 24'd0;
      8'd4: data = 24'd0;
      8'd5: data = 24'd0;
      8'd6: data = 24'd0;
      8'd7: data = 24'd0;
      8'd8: data = 24'd0;
      8'd9: data = 24'd0;
      8'd10: data = 24'd0;
      8'd11: data = 24'd0;
      8'd12: data = 24'd0;
      8'd13: data = 24'd0;
      8'd14: data = 24'd0;
      8'd15: data = 24'd0;
      8'd16: data = 24'd0;
      8'd17: data = 24'd0;
      8'd18: data = 24'd0;
      8'd19: data = 24'd0;
      8'd20: data = 24'd0;
      8'd21: data = 24'd0;
      8'd22: data = 24'd0;
      8'd23: data = 24'd0;
      8'd24: data = 24'd0;
      8'd25: data = 24'd0;
      8'd26: data = 24'd0;
      8'd27: data = 24'd0;
      8'd28: data = 24'd0;
      8'd29: data = 24'd0;
      8'd30: data = 24'd0;
      8'd31: data = 24'd0;
      8'd32: data = 24'd0;
      8'd33: data = 24'd0;
      8'd34: data = 24'd0;
      8'd35: data = 24'd85522;
      8'd36: data = 24'd0;
      8'd37: data = 24'd101703;
      8'd38: data = 24'd128138;
      8'd39: data = 24'd0;
      8'd40: data = 24'd0;
      8'd41: data = 24'd0;
      8'd42: data = 24'd0;
      8'd43: data = 24'd0;
      8'd44: data = 24'd35958;
      8'd45: data = 24'd0;
      8'd46: data = 24'd0;
      8'd47: data = 24'd0;
      8'd48: data = 24'd0;
      8'd49: data = 24'd0;
      8'd50: data = 24'd38096;
      8'd51: data = 24'd42761;
      8'd52: data = 24'd0;
      8'd53: data = 24'd50852;
      8'd54: data = 24'd57079;
      8'd55: data = 24'd64069;
      8'd56: data = 24'd0;
      8'd57: data = 24'd0;
      8'd58: data = 24'd0;
      8'd59: data = 24'd0;
      8'd60: data = 24'd17979;
      8'd61: data = 24'd0;
      8'd62: data = 24'd0;
      8'd63: data = 24'd0;
      8'd64: data = 24'd76191;
      8'd65: data = 24'd0;
      8'd66: data = 24'd13469;
      8'd67: data = 24'd11326;
      8'd68: data = 24'd10690;
      8'd69: data = 24'd90607;
      8'd70: data = 24'd0;
      8'd71: data = 24'd12713;
      8'd72: data = 24'd14270;
      8'd73: data = 24'd143830;
      8'd74: data = 24'd16017;
      8'd75: data = 24'd0;
      8'd76: data = 24'd0;
      8'd77: data = 24'd16970;
      8'd78: data = 24'd15118;
      8'd79: data = 24'd0;
      8'd80: data = 24'd0;
      8'd81: data = 24'd71915;
      8'd82: data = 24'd95995;
      8'd83: data = 24'd9524;
      8'd84: data = 24'd107751;
      8'd85: data = 24'd135758;
      8'd86: data = 24'd11999;
      8'd87: data = 24'd80722;
      8'd88: data = 24'd10090;
      8'd89: data = 24'd120946;
      8'd90: data = 24'd8989;
      8'd91: data = 24'd0;
      8'd92: data = 24'd0;
      8'd93: data = 24'd0;
      8'd94: data = 24'd114158;
      8'd95: data = 24'd0;
      8'd96: data = 24'd0;
      8'd97: data = 24'd0;
      8'd98: data = 24'd26938;
      8'd99: data = 24'd22652;
      8'd100: data = 24'd21380;
      8'd101: data = 24'd45304;
      8'd102: data = 24'd0;
      8'd103: data = 24'd25426;
      8'd104: data = 24'd28539;
      8'd105: data = 24'd71915;
      8'd106: data = 24'd32035;
      8'd107: data = 24'd0;
      8'd108: data = 24'd0;
      8'd109: data = 24'd33939;
      8'd110: data = 24'd30237;
      8'd111: data = 24'd0;
      8'd112: data = 24'd0;
      8'd113: data = 24'd35958;
      8'd114: data = 24'd47998;
      8'd115: data = 24'd19048;
      8'd116: data = 24'd53756;
      8'd117: data = 24'd67879;
      8'd118: data = 24'd23999;
      8'd119: data = 24'd40361;
      8'd120: data = 24'd20180;
      8'd121: data = 24'd60473;
      8'd122: data = 24'd17979;
      8'd123: data = 24'd0;
      8'd124: data = 24'd0;
      8'd125: data = 24'd0;
      8'd126: data = 24'd0;
      8'd127: data = 24'd0;
      8'd128: data = 24'd0;
      8'd129: data = 24'd0;
      8'd130: data = 24'd0;
      8'd131: data = 24'd0;
      8'd132: data = 24'd0;
      8'd133: data = 24'd0;
      8'd134: data = 24'd0;
      8'd135: data = 24'd0;
      8'd136: data = 24'd0;
      8'd137: data = 24'd0;
      8'd138: data = 24'd0;
      8'd139: data = 24'd0;
      8'd140: data = 24'd0;
      8'd141: data = 24'd0;
      8'd142: data = 24'd0;
      8'd143: data = 24'd0;
      8'd144: data = 24'd0;
      8'd145: data = 24'd0;
      8'd146: data = 24'd0;
      8'd147: data = 24'd0;
      8'd148: data = 24'd0;
      8'd149: data = 24'd0;
      8'd150: data = 24'd0;
      8'd151: data = 24'd0;
      8'd152: data = 24'd0;
      8'd153: data = 24'd0;
      8'd154: data = 24'd0;
      8'd155: data = 24'd0;
      8'd156: data = 24'd0;
      8'd157: data = 24'd0;
      8'd158: data = 24'd0;
      8'd159: data = 24'd0;
      8'd160: data = 24'd0;
      8'd161: data = 24'd0;
      8'd162: data = 24'd0;
      8'd163: data = 24'd0;
      8'd164: data = 24'd0;
      8'd165: data = 24'd0;
      8'd166: data = 24'd0;
      8'd167: data = 24'd0;
      8'd168: data = 24'd0;
      8'd169: data = 24'd0;
      8'd170: data = 24'd0;
      8'd171: data = 24'd0;
      8'd172: data = 24'd0;
      8'd173: data = 24'd0;
      8'd174: data = 24'd0;
      8'd175: data = 24'd0;
      8'd176: data = 24'd0;
      8'd177: data = 24'd0;
      8'd178: data = 24'd0;
      8'd179: data = 24'd0;
      8'd180: data = 24'd0;
      8'd181: data = 24'd0;
      8'd182: data = 24'd0;
      8'd183: data = 24'd0;
      8'd184: data = 24'd0;
      8'd185: data = 24'd0;
      8'd186: data = 24'd0;
      8'd187: data = 24'd0;
      8'd188: data = 24'd0;
      8'd189: data = 24'd0;
      8'd190: data = 24'd0;
      8'd191: data = 24'd0;
      8'd192: data = 24'd0;
      8'd193: data = 24'd0;
      8'd194: data = 24'd0;
      8'd195: data = 24'd0;
      8'd196: data = 24'd0;
      8'd197: data = 24'd0;
      8'd198: data = 24'd0;
      8'd199: data = 24'd0;
      8'd200: data = 24'd0;
      8'd201: data = 24'd0;
      8'd202: data = 24'd0;
      8'd203: data = 24'd0;
      8'd204: data = 24'd0;
      8'd205: data = 24'd0;
      8'd206: data = 24'd0;
      8'd207: data = 24'd0;
      8'd208: data = 24'd0;
      8'd209: data = 24'd0;
      8'd210: data = 24'd0;
      8'd211: data = 24'd0;
      8'd212: data = 24'd0;
      8'd213: data = 24'd0;
      8'd214: data = 24'd0;
      8'd215: data = 24'd0;
      8'd216: data = 24'd0;
      8'd217: data = 24'd0;
      8'd218: data = 24'd0;
      8'd219: data = 24'd0;
      8'd220: data = 24'd0;
      8'd221: data = 24'd0;
      8'd222: data = 24'd0;
      8'd223: data = 24'd0;
      8'd224: data = 24'd0;
      8'd225: data = 24'd0;
      8'd226: data = 24'd0;
      8'd227: data = 24'd0;
      8'd228: data = 24'd0;
      8'd229: data = 24'd0;
      8'd230: data = 24'd0;
      8'd231: data = 24'd0;
      8'd232: data = 24'd0;
      8'd233: data = 24'd0;
      8'd234: data = 24'd0;
      8'd235: data = 24'd0;
      8'd236: data = 24'd0;
      8'd237: data = 24'd0;
      8'd238: data = 24'd0;
      8'd239: data = 24'd0;
      8'd240: data = 24'd0;
      8'd241: data = 24'd0;
      8'd242: data = 24'd0;
      8'd243: data = 24'd0;
      8'd244: data = 24'd0;
      8'd245: data = 24'd0;
      8'd246: data = 24'd0;
      8'd247: data = 24'd0;
      8'd248: data = 24'd0;
      8'd249: data = 24'd0;
      8'd250: data = 24'd0;
      8'd251: data = 24'd0;
      8'd252: data = 24'd0;
      8'd253: data = 24'd0;
      8'd254: data = 24'd0;
      8'd255: data = 24'd0;
    endcase
  end
endmodule
==> design/flow/run.sh <==
#!/bin/bash
# OpenROAD 26Q1-2900-gdf79404cd8, Yosys 0.63+post, stock flow scripts
make -C /OpenROAD-flow-scripts/flow DESIGN_CONFIG=/design/flow/config.mk WORK_HOME=/design/flow/orfs finish
==> run summary <==
Results of the flow run.

The run finished with clean final reports. The number of enable-type register cells in the synthesized netlist stands at around 8k. The critical path is of the primary input to output pin type. The detailed-route wire length on metal 1 stands at approximately 260000 µm. Counting both buffers and inverters, the worst setup path holds a total of 2.

Leaving out fill and tap cells, the most frequent cell in the layout is edfxtp_1. Of the total power, the clock network draws 0.362. Measured against its own limit, the worst slew margin works out to 0.235.

The flip-flop count of the largest register, all copies and words added stands at between 8k and 9k. In the synthesized netlist the dominant register cell turns out to be edfxtp_1. In the layout the commonest cells are edfxtp_1 (8016), mux4_2 (2592), nor2_1 (1271). The met3 routed wirelength stands at about 160000 µm. The floorplan has between 300 and 400 rows. According to the floorplan report, the die width is roughly 900 µm. Of the available clock period, the critical path in the final layout requires 0.401.

The initial antenna violation count came to roughly 44. The achievable clock frequency stands at ~0.0019 GHz. The final hold violation count stands at 0.

In this run the mean area of a mapped cell was between 20 and 25 µm². Listed in order, past its start point the critical path passes buf_8 -> clkdlybuf4s50_1. The placed wire-length estimate stands at ~500000 µm. The maximum level of the CTS H-tree stands at 6. Yosys attributes the largest share of cell area to edfxtp_1 (75%), mux4_2 (18%), nor2_1 (1.5%), dfxtp_1 (0.82%), clkbuf_1 (0.57%).

The buffer_ports step reported a buffer count of ~41. The die span in y stands at ~900 µm. The post-route setup TNS stands at 0 ns.

The synthesis-stage register bit count stands at about 8.1k. In this run the count of I/O pins placed on the die edge is about 55. According to the timing report, the arrival time at the worst endpoint equals 270.68 ns. The iteration count of the initial detailed-routing pass stands at 6. The total overflow left after global routing is 0. The signed area change from the synthesized netlist to the final layout stands at 12.4%. The share of synthesized area occupied by flip-flops and latches stands at 0.759.

The worst setup path is captured at an output pin. Along the worst hold path, the cell count comes to 2. Clock tree synthesis selected as its root buffer the cell clkbuf_16. The number of cells in the design after placement stands at around 25k. The number of warnings in the stage logs stands at 54.

The worst setup path is launched from a primary input. The worst path in the final design needs a cycle of roughly 540 ns, including I/O delays and setup. For this run, the share of the core covered by cells in the final layout is 0.452. The placement-stage worst setup slack stands at just over 800 ns.

The cell type that accounts for the most area after synthesis is edfxtp_1. note_buffer.buffer holds more flip-flops than any other register. In the power breakdown, the internal column shows about 450 µW. The number of fillers in the final layout stands at between 60k and 70k. The switching component of the power stands at between 150 and 200 µW. All stages included, the depth of the critical timing path comes to 2. Note that the worst hold path type here is flop to flop.

Entering global routing, the biggest net connects between 100 and 150 pins. The final setup slack of the worst path stands at a little over 800 ns. The number of buffers between clock root and the deepest sink stands at 4. TritonCTS built the clock tree. Across all hold checks on the routed design, the worst slack comes to 0.559 ns. The maximum ir drop on the vdd rail stands at between 1 and 1.5 µV. The cell count after synthesis stands at about 14k.

The die footprint stands at around 800000 µm². The number of warning messages in the yosys log stands at 7. The post-cts resize count stands at 0.

The first global-routing pass estimated between 1000000 and 1500000 µm of wire. STA puts the critical path data required time at between 1000 and 1500 ns. The startpoint identified for the worst register-to-register timing path is note_buffer.read_pointer[0]. The placeable core region stands at around 800000 µm². In this run the worst setup path begins at ua_rx_dout[5]. Post-CTS timing repair inserted 0 buffers for setup. The layout summary lists the proportion of cells stronger than drive strength 1 as 0.281. In the Yosys report the total cell count is between 10k and 15k. The initial standard-cell utilization of the core stands at 0.402. The path depth of the worst reg2reg path stands at 13.

The total global routing track utilization stands at 0.222. The share of total power in sequential cells stands at 0.466. The total power stands at approximately 600 µW. The count of different cell masters after synthesis stands at approximately 84.

The detailed-route wire length per cell stands at slightly above 30 µm. The peak per-stage delay on the critical path stands at between 0.7 and 0.8 ns. Setup violations remaining at the end of the flow were counted as 0.

Per the synth stats, the proportion of register bits with asynchronous set or reset is 0. The cell family contributing the most delay on the critical path is buffers and inverters. For this design, the sink count on the clock tree is 8148. Across the run, the number of max-cap violations was 0. In this run the most critical hold path is launched from note_length[52]. The count of nets left with antenna violations after detail routing stands at 0. The instance area after placement stands at approximately 330000 µm². The final report lists a non-filler cell total of between 20k and 30k. For the worst-skew pair, the clock arrives at the later sink with an insertion delay of 1.18 ns.

The registers of the reported paths see a clock transition of 0.06 ns. The total non-filler cell area in the finished layout stands at about 360000 µm². The routed length on met2 stands at ~370000 µm.

Of the total power, combinational logic draws 0.172. The cell area that synthesis handed to floorplanning was roughly 320000 µm². After detailed routing, no signal wire sits above met5. The number of vias per cell after detailed routing stands at between 5 and 6.

The overall via count from detail_route stands at approximately 150k. Buffers inserted to repair hold after CTS numbered 0. The final RePlAce weighted congestion stands at approximately 0.9. Setup repair after global routing left no endpoint under its margin. The count of final max-slew check failures stands at 0. The leakage power total stands at 107 nW.

TritonCTS created ~810 clock buffers. The largest registers in the layout are note_buffer.buffer x8008, counter x55, note_length x55. Among all stages on the critical path, the largest delay is contributed by clkdlybuf4s50_1. The DRC violation count after routing stands at 0.

The stat command in Yosys gives a chip area of 321000 µm². Dividing total power by cell area gives a power density of between 1.5 and 2 nW/µm². The share of synthesized area in the top cell type comes to 0.751.

Of all nets on the critical path, the largest fanout is ~40. The detailed router reported a total wirelength of around 800000 µm. The via count of the first global-routing pass stands at 162k. For this block, the initial DRC count from the detailed router was ~10k.

Switching power as a fraction of the total was reported as 0.255. The actual transition at the worst max-transition pin stands at between 1 and 1.5 ns. The final setup skew stands at slightly below 0.1 ns.
==> path summary, 6_finish.rpt <==
kind / to / slack (ns)
max: ua_tx_din[5] / 807.32
min: note_length[51] / 0.56
max reg2reg: note_buffer.read_buffer[1] / 1339.60
min reg2reg: note_length[51] / 0.56
==> logic make-up after synthesis <==
group / count (synthesis) / synth area share
flip-flops: 8148 / 0.759
AND-OR/OR-AND: 477 / 0.00986
buffers and inverters: 975 / 0.0136
multiplexers: 2735 / 0.187
other: 1 / 0.0000117
XOR/XNOR: 140 / 0.00382
adder cells (fa/ha/maj): 76 / 0.00297
AND/OR/NAND/NOR: 1803 / 0.0241
==> routing by layer <==
metal,vias up,track usage
li1,61600,-
met1,75800,0.270
met2,8227,0.309
met3,1353,0.187
met4,118,0.0604
met5,-,0.0184
==> cells in the mapped netlist (all sizes together), types with 5 or more instances <==
cell type	number
a211oi	54
a21boi	5
a21o	22
a21oi	130
a221oi	22
a22o	18
a22oi	12
a311oi	7
a31oi	14
and2	13
and3	18
and4	7
buf	454
clkbuf	489
dfxtp	132
edfxtp	8016
ha	76
inv	29
mux2	24
mux2i	119
mux4	2592
nand2	209
nand2b	19
nand3	65
nand4	50
nor2	1275
nor2b	35
nor3	41
nor4	31
o211ai	15
o21a	6
o21ai	106
o221ai	8
o22ai	9
o311ai	7
o31ai	12
or3	15
or4	13
xnor2	75
xor2	65
==> final cells by class <==
class                           instances  area (µm²)  share of cell area
Inverter                               32         128            0.000354
Clock buffer                          985       21000              0.0583
Sequential cell                      8148      243000               0.675
Tap cell                            10600       13200              0.0367
Multi-Input combinational cell       5243       73200               0.203
Timing Repair Buffer                  596        4840              0.0134
Antenna cell                           72         180            0.000500
Clock inverter                        492        4580              0.0127
==> worst min-delay path, delay by kind of cell (launching register included) <==
family / cells / cell delay, ns
and+or+nand+nor: 1 / 0.04
DFF: 1 / 0.34
AOI/OAI and AO/OA: 1 / 0.13
==> power groups by stage <==
stage	Combinational (mW)	Clock, mW	Sequential [mW]
4_1_cts	0.104	0.221	0.279
5_1_grt	0.110	0.231	0.279
6_report	0.103	0.217	0.279
Power and IR drop assume default switching activity.
