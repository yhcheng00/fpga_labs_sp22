**/design/flow/config.mk**
```make
export PLATFORM = sky130hd
export DESIGN_NAME = fsm
export DESIGN_NICKNAME = fsm
export VERILOG_FILES = /design/flow/design.v
export SDC_FILE = /design/flow/constraint.sdc
export NUM_CORES = 4
export LEC_CHECK = 1
export CORE_UTILIZATION = 40
```
**/design/flow/constraint.sdc**
```tcl
current_design fsm

set clk_period 8.7
set clk_io_pct 0.2

create_clock -name clk0 -period $clk_period [get_ports {clk}]

set non_clock_inputs [all_inputs -no_clocks]
set_input_delay [expr $clk_period * $clk_io_pct] -clock clk0 $non_clock_inputs
set_output_delay [expr $clk_period * $clk_io_pct] -clock clk0 [all_outputs]
```
**/design/flow/design.v**
```verilog
module fcw_ram(
    input clk,
    input rst,
    input rd_en,
    input wr_en,
    input [1:0] addr,
    input [23:0] d_in,
    output reg [23:0] d_out
);
    reg [23:0] ram [3:0];
    always @(posedge clk) begin
        if (rst) begin
            ram[0] <= 24'd60473;  
            ram[1] <= 24'd67895;
            ram[2] <= 24'd71881;
            ram[3] <= 24'd80677;
        end
        else if (wr_en)
            ram[addr] <= d_in;
    end
    always @(posedge clk) begin
        if (rd_en) begin
            d_out <= ram[addr];
        end
    end
endmodule
module fsm #(
    parameter CYCLES_PER_SECOND = 125_000_000,
    parameter WIDTH = $clog2(CYCLES_PER_SECOND)
)(
    input clk,
    input rst,
    input [2:0] buttons,
    output [3:0] leds,
    output [23:0] fcw,
    output [1:0] leds_state
);
    parameter REGULAR_PLAY = 0;
    parameter REVERSE_PLAY = 1;
    parameter PAUSED = 2;
    parameter EDIT = 3;
    parameter MIN_FCW = 2749;
    parameter MAX_FCW = 1374390;
    reg [1:0] state;
    assign leds = 1 << addr;
    assign fcw = rd_en_reg? d_out : 0;
    reg [23:0] edit_reg;
    assign d_in = edit_reg;
    assign leds_state = state;
    reg rd_en_reg;
    assign rd_en = rd_en_reg;
    reg wr_en_reg;
    assign wr_en = wr_en_reg;
    reg [WIDTH-1:0] count;
    reg [1:0] addr_reg;
    assign addr = addr_reg;
    wire [1:0] addr;
    wire wr_en, rd_en;
    wire [23:0] d_in, d_out;
    always @(posedge clk) begin
        case(state)
            REGULAR_PLAY: begin
                if (buttons[0])
                    state <= PAUSED;
                if (buttons[1])
                    state <= REVERSE_PLAY;
            end
            REVERSE_PLAY: begin
                if (rst)
                    state <= REGULAR_PLAY;
                else if (buttons[0])
                    state <= PAUSED;
                else if (buttons[1])
                    state <= REGULAR_PLAY;
            end
            PAUSED: begin
                if (rst)
                    state <= REGULAR_PLAY;
                else if (buttons[0])
                    state <= REGULAR_PLAY;
                else if (buttons[2])
                    state <= EDIT;
            end
            EDIT: begin
                if (rst)
                    state <= REGULAR_PLAY;
                if (buttons[2])
                    state <= PAUSED;
            end
            endcase
    end
    always @(posedge clk) begin
        if (rst) begin
            rd_en_reg <= 0;
            wr_en_reg <= 0;
            edit_reg <= d_out;
            addr_reg <= 0;
            count <= 0;
        end
        else begin
            if (state == REGULAR_PLAY) begin
                rd_en_reg <= 1;
                wr_en_reg <= 0;
                if (count == CYCLES_PER_SECOND) begin
                    count <= 1;
                    addr_reg <= addr_reg + 1;
                end
                else
                    count <= count + 1;
            end
            if (state == REVERSE_PLAY) begin
                rd_en_reg <= 1;
                wr_en_reg <= 0;
                if (count == 0) begin
                    count <= CYCLES_PER_SECOND-1;
                    addr_reg <= addr_reg - 1;
                end
                else
                    count <= count - 1;
            end
            if (state == PAUSED) begin
                rd_en_reg <= 0;
                wr_en_reg <= 0;
                edit_reg <= d_out;
            end
            if (state == EDIT) begin
                rd_en_reg <= 1;
                wr_en_reg <= 1;
                if (buttons[0] && d_out >> 1 >= MIN_FCW) begin
                    edit_reg <= d_out >> 1;
                end
                if (buttons[1] && d_out << 1 <= MAX_FCW) begin
                    edit_reg <= d_out << 1;
                end
            end
        end
    end
    fcw_ram notes (
        .clk(clk),
        .rst(rst),
        .rd_en(rd_en),
        .wr_en(wr_en),
        .addr(addr),
        .d_in(d_in),
        .d_out(d_out)
    );
endmodule
```
**/design/flow/run.sh**
```bash
#!/bin/bash
# OpenROAD 26Q1-2900-gdf79404cd8, Yosys 0.63+post, stock flow scripts
make -C /OpenROAD-flow-scripts/flow DESIGN_CONFIG=/design/flow/config.mk WORK_HOME=/design/flow/orfs finish
```
==> flow_metrics.tcl <==
# place-and-route summary
set metrics [dict create \
    syn_area_per_cell_um2 10.5 \
    drtIter0Drc 534 \
    path_cells "clkdlybuf4s50_1 > buf_4 > inv_1 > nand2_1 > nor3_2 > buf_4 > or2_2" \
    firstDrtPassIters 5 \
    postSynthSeqShare_pct 49.7 \
    worst_slew_pin_slew_ns 0.820 \
    io_buffers 34 \
    syn_area_um2 9580 \
    clk_latency_ns 0.43 \
    critPathCaptureType "flip-flop" \
    top_regs "notes.ram (96), count (27)" \
    whs_ns 0.543 \
    design.core.area_um2 23500 \
    setup_viol 0 \
    cts-resized-gates 0 \
    ys_chip_area_um2 9580 \
    largest_reg_flops 96 \
    die_y_um 157 \
    synth_cells 909 \
    crit_type "input pin to flip-flop" \
    htreeDepth 4 \
    die_area_um2 24600 \
    fillers 2133 \
    p_int_uw 2080 \
    setup_tns_ns 0 \
    arrival_ns 3.98 \
    rows 56 \
    dpl_worst_slack_ns 4.39 \
    crit_family "buffers and inverters" \
    warnings 29 \
    grt_pass1_wl_um 39600 \
    wl_per_cell_um 20.0 \
    clockRootBuffer "clkbuf_16" \
    dp.final_hpwl_um 16300 \
    finalCritPeriodShare_pct 44.7 \
    regMostFlops "notes.ram" \
    area_leaders "edfxtp_1 (38%), dfxtp_1 (11%), and2_1 (6.1%)" \
    period_minus_slack_ns 3.89 \
    io-pin-count 35 \
    critPathMaxStageDelay_ns 0.55 \
    die_w_um 157 \
    route.detailed.drc 0 \
    async_flop_share_pct 0 \
    initial_core_util_pct 40.8 \
    status "complete, no violations" \
    slew_headroom_pct 44.6 \
    path_buffers 4 \
    cts_setup_buffers 0 \
    clockPowerShare_pct 21.9 \
    grt_use_total_pct 22.4 \
    drive_above_1_share_pct 11.2 \
    routed_via_density 5.73 \
    area_growth_pct 11.8 \
    combPwrFrac_pct 38.9 \
    p_leak_uw 0.00355 \
    antenna_found_initial 0 \
    path_common_cell "buf_4" \
    rsz0062_at_grt "no" \
    min_path_type "flip-flop to flip-flop" \
    num_vias 7130 \
    peakVddDrop_uv 130 \
    top_area_cell "edfxtp_1" \
    layout_top_cell "edfxtp_1" \
    edf_count 122 \
    finalHoldViolCount 0 \
    ys_cells 909 \
    grt_pass1_vias 6767 \
    synth_top_area_share_pct 38.2 \
    setup_ws_ns 4.81 \
    wirelength_um 25000 \
    swShare_pct 40.7 \
    slew_viol_final 0 \
    power_density_nw_per_um2 328 \
    grt_max_degree 44 \
    antenna_left 0 \
    switchingPower_uw 1430 \
    place.gp.congestion 0.923 \
    synth_flops 177 \
    finClkSkew_ns 0.0107 \
    cp-start-kind "input pin" \
    seq_power_share_pct 39.1 \
    cts_hold_buffers 0 \
    cap_violations 0 \
    crit_path_top_delay_cell "or2_2" \
    yosysUniqueCellTypes 79 \
    max_freq_mhz 257 \
    dpl-instance-area_um2 10100 \
    clkSinkCount 177 \
    path_max_fanout 39 \
    ys.flop_type "edfxtp_1" \
    grt_overflow 0 \
    fin_area_um2 10700 \
    cts_tree "built" \
    yosys_warnings 2 \
    layout_top_cells "edfxtp_1 (122), and2_1 (94), nor2_1 (68), nand2_1 (64), dfxtp_1 (53)" \
    cts_buffer_depth 2 \
    cts_buffers 17 \
    required_ns 8.80 \
    clkSlewWorstSetupHoldPaths_ns 0.07 \
]
[worst reg2reg max path: stages (launching register included)]
cell	delay (ns)
edfxtp_1	0.50
nor4_1	0.50
and4b_1	0.35
o2111ai_1	0.23
nand2_1	0.33
buf_4	0.36
mux2i_1	0.25
o21ai_0	0.09
[through the flow]
stage / total power (uW) / utilization [%] / instances
floorplan: 2310 / - / 909
global placement: 2730 / 43.1 / 1212
detailed placement: 2730 / 43.1 / 1212
CTS: 3510 / 45.6 / 1244
global route: 3750 / 45.6 / 1244
finish: 3520 / 45.6 / 1245
[layout make-up]
class / count / area, um^2 / area share, %
diodes: 1 / 2.50 / 0.0234
clock buffers: 17 / 425 / 3.97
clock inverters: 15 / 166 / 1.55
inverters: 17 / 63.8 / 0.596
multi-input cells: 644 / 4390 / 41.0
flip-flops and latches: 177 / 4770 / 44.5
well taps: 319 / 399 / 3.73
repair buffers: 55 / 498 / 4.65
[routing by layer]
layer / vias up / track usage (%) / share of wire (%)
li1: 3411 / - / -
met1: 3398 / 36.9 / 45
met2: 295 / 29.8 / 42
met3: 26 / 8.74 / 12
met4: 0 / 3.22 / 1.4
met5: - / 0 / 0
[synth_stat cells, drive strengths merged, types with 11 or more instances]
cell,number
buf,26
nand3,15
mux2i,18
a21oi,44
nand2,64
dfxtp,55
inv,17
a22o,11
nand4,20
a22oi,16
clkbuf,44
mux4,24
and2,97
nor2,70
a31oi,20
nor3,21
nand2b,33
o21ai,54
nor4,15
edfxtp,122
[power groups by stage]
stage / Combinational (uW) / Clock [uW] / Sequential (uW)
5_1_grt: 1510 / 822 / 1410
6_report: 1370 / 771 / 1380
4_1_cts: 1360 / 787 / 1370
[logic make-up after synthesis]
kind of cell / count (synthesis) / synth area share (%)
adders and majority gates: 6 / 0.783
muxes: 43 / 7.64
and+or+nand+nor: 374 / 21.9
buffers and inverters: 88 / 4.65
xor gates and xnor gates: 8 / 0.731
AOI/OAI and AO/OA: 213 / 14.6
DFF: 177 / 49.7
[worst paths after layout]
path | startpoint | to | slack [ns] | cells after the start
setup / recovery | rst | notes.ram[2][12] | 4.81 | 7
hold / removal | count[11] | count[11] | 0.54 | 2
setup reg to reg | notes.d_out[22] | edit_reg[3] | 5.97 | 7
hold reg to reg | count[11] | count[11] | 0.54 | 2
No activity file was given, so power comes from the tool's default toggle rates.
